File: constraint.sdc
current_design digitTimer

set clk_period 2.8
set clk_io_pct 0.2

create_clock -name clk0 -period $clk_period [get_ports {clk}]

set non_clock_inputs [all_inputs -no_clocks]
set_input_delay [expr $clk_period * $clk_io_pct] -clock clk0 $non_clock_inputs
set_output_delay [expr $clk_period * $clk_io_pct] -clock clk0 [all_outputs]
File: run.sh
#!/bin/bash
# OpenROAD 26Q1-2900-gdf79404cd8, Yosys 0.63+post, stock flow scripts
make -C /OpenROAD-flow-scripts/flow DESIGN_CONFIG=/design/flow/config.mk WORK_HOME=/design/flow/orfs finish
File: config.mk
export PLATFORM = sky130hd
export DESIGN_NAME = digitTimer
export DESIGN_NICKNAME = digitTimer
export VERILOG_FILES = /design/flow/design.v
export SDC_FILE = /design/flow/constraint.sdc
export NUM_CORES = 4
export LEC_CHECK = 1
export CORE_AREA = 10 10 70 70
export DIE_AREA = 0 0 80 80
File: design.v
module digitTimer (
    input wire clk,
    input wire rst,
    input wire reconfig,
    input wire enable,
    input wire BorrowDown,
    input wire NoBorrowUp,
    output reg BorrowUp,
    output reg NoBorrowDown,
    output reg [3:0] Digit
);
    reg BorrowDown_prev;
    always @(posedge clk or negedge rst) begin
        if (!rst) begin
            Digit <= 4'd0;
            BorrowUp <= 0;
            NoBorrowDown <= 1;
            BorrowDown_prev <= 0;
        end else begin
            BorrowDown_prev <= BorrowDown;
            if (reconfig) begin
                Digit <= 4'd9;
                NoBorrowDown <= 1;
            end else if (enable && BorrowDown && !BorrowDown_prev) begin
                if (Digit == 0) begin
                    Digit <= 4'd9;
                    BorrowUp <= 1;
                    NoBorrowDown <= 1;
                end else begin
                    Digit <= Digit - 1;
                    BorrowUp <= 0;
                    NoBorrowDown <= (Digit - 1 != 0);
                end
            end else begin
                BorrowUp <= 0;
            end
        end
    end
endmodule
==> impl_metrics.toml <==
# synthesis and place-and-route metrics
[outcome]
status = "finished, final reports clean"

[sta]
tightestPinTransition_ns = 0.322
max_clock_freq_mhz = 560
setup-violations-final = 0
setup_ws_ns = 1.01
rsz0062_at_grt = "no"
fin_skew_ns = 0.00161
drv_slew = 0
period_minus_slack_ns = 1.79
hold_violations = 0
final.setup.tns_ns = 0
whs_ns = 0.501
slew_headroom_pct = 78.5
finalCritPeriodShare_pct = 63.8

[cells_and_area]
comb_area_um2 = 174
post-route-util_pct = 16.0
drive_above_1_share_pct = 12.5
syn_to_final_growth_pct = 47.8
final_common_cell = "clkdlybuf4s50_1"
fin_cells = 94
stdcell_area_um2 = 546
layout.cells.most_common_list = "clkdlybuf4s50_1 (10), dfrtp_1 (6)"
fill_cells = 388
flop_area_um2 = 176

[placement]
post-place-ws_ns = 1.03
dp_hpwl_um = 711
portBuffers = 10
placed_area_um2 = 519
place.gp.congestion = 0.809
dpl.cell_count = 90

[routing]
vias = 321
via_per_inst = 3.41
wl_per_cell_um = 9.14
wirelength_um = 859
n_antenna_cell = 0
ant_nets = 0
drc_errors = 0
dr.pass1.iters = 2
drtIter0Drc = 22

[die]
io_pins = 12
dieArea_um2 = 6400
rows = 21
floorplan.core_util_pct = 10.8
dieHeight_um = 80
core-area_um2 = 3420
die_w_um = 80

[global_route]
grt_pass1_wl_mm = 1.43
antenna_found_initial = 0
track_usage_pct = 2.82
grt_pass1_vias = 334
grt-ovfl-total = 0
grt_max_degree = 9

[logic_synthesis]
aoi_share_pct = 15.9
simple_gate_area_share_pct = 22.0
ys_warn_count = 1
synthCells = 36
ys_cells = 36
syn_area_um2 = 369
synth.top_cell.area_share_pct = 40.7
yosysChipArea_um2 = 369
yosys.stat.seqShare_pct = 47.8
adder_share_pct = 6.78
top_cells_by_area = "dfrtp_1 (41%), dfstp_2 (7.1%), ha_1 (6.8%)"
logic_family = "simple AND/OR/NAND/NOR gates"
synth.ff_latch_count = 7
largest_area_cell = "dfrtp_1"
yosysUniqueCellTypes = 21
xor_share_pct = 2.37
synth.avg_cell_area_um2 = 10.3
mux_share_pct = 0

[pwr]
power_uw = 214
peakVddDrop_mv = 0.102
p_leak_nw = 0.192
powerDensity_nw_per_um2 = 393

[critical_path]
arrival_ns = 1.23
worstPathCellList = "clkdlybuf4s50_1"
worst_path_max_delay_cell = "dfstp_2"
r2r-start = "Digit[0]"
crit_fanout = 2
critPathLaunchType = "flip-flop"
required_ns = 2.24
critPathLaunch = "NoBorrowDown"
crit_buf_inv = 1
crit_type = "flip-flop to output port"
critical_path.top_delay_family = "flip-flops"
end_kind = "output port"
cp_slowest_stage_delay_ns = 0.52

[flow_run]
warning_count = 27
maxCapViolations = 0

[worst_hold_path]
hp-start = "BorrowUp"
hold_class = "flip-flop to flip-flop"

[clocking]
htreeDepth = 1
postCtsSetupBuffers = 0
cts_buffer_depth = 2
cts_buffers = 3
cts-resized-gates = 0
cts_hold_buf = 0
cts_sinks = 7
clkLatencyLatePin_ns = 0.24
cts_root_buf = "clkbuf_4"
clk_pin_slew_worst_paths_ns = 0.05
cts_tree = "done"
## cells in the mapped netlist, drive strengths merged
cell type  number
dfrtp           6
ha              2
nand3           1
nand4b          1
nor4            1
or3b            1
clkbuf          2
o21ai           1
nand2           3
inv             3
a31oi           1
and3b           1
nand3b          2
a21o            1
a41oi           1
a21oi           2
o31ai           1
xnor2           1
o31a            1
dfstp           1
nor3            3
## registers in the layout (all words and copies together), names as in the netlist
| signal | flops |
|---|---|
| BorrowDown_prev | 1 |
| BorrowUp | 1 |
| Digit | 4 |
| NoBorrowDown | 1 |
## cells by family (layout without fill, tap and decap cells)
family,after synthesis,count (layout)
simple gates,13,13
compound gates,8,8
flops,7,7
buf+inv,5,17
fa+ha+maj,2,2
xor+xnor,1,1
## area by class of cell
class,instances,area share [%]
Tap cell,46,10.6
Sequential cell,7,32.3
Multi-Input combinational cell,24,31.9
Inverter,3,2.06
Timing Repair Buffer,10,18.3
Clock buffer,4,4.82
## path summary, 6_finish.rpt
path	end	slack (ns)	cells past startpoint
max	NoBorrowDown	1.01	1
min in group asynchronous	Digit[2]	0.58	1
max in group asynchronous	NoBorrowDown	1.94	1
min reg2reg	BorrowUp	0.50	2
min	BorrowUp	0.50	2
max reg2reg	BorrowUp	1.32	4
## per-layer routing
metal  wire, µm  part of all wire (%)  global-route usage, %  up-vias
met4         13                   1.5                  0.528        0
met1        350                    41                   3.11      153
li1           -                     -                      -      156
met3        139                    16                   2.50        2
met5          0                     0                      0        -
met2        354                    41                   4.01       10
## worst reg2reg max path, stage by stage, from the launching register on
cell and delay [ns]:
dfrtp_1 0.43, inv_1 0.10, ha_1 0.21, or3b_4 0.43
o31ai_2 0.21
## power breakdown
part	switching, mW	total, mW	leakage, nW	internal [mW]
sequential	0.00234	0.106	0.0822	0.104
clock	0.0325	0.0866	0.0150	0.0541
combinational	0.00978	0.0218	0.0950	0.0120
Power figures rest on the tool's default switching activity, not on a simulated workload.
