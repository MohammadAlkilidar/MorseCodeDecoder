[flow/run.sh]
#!/bin/bash
# OpenROAD 26Q1-2900-gdf79404cd8, Yosys 0.63+post, stock flow scripts
make -C /OpenROAD-flow-scripts/flow DESIGN_CONFIG=/design/flow/config.mk WORK_HOME=/design/flow/orfs finish
[flow/config.mk]
export PLATFORM = sky130hd
export DESIGN_NAME = OneSecTimer
export DESIGN_NICKNAME = OneSecTimer
export VERILOG_FILES = /design/flow/design.v
export SDC_FILE = /design/flow/constraint.sdc
export NUM_CORES = 4
export LEC_CHECK = 1
export CORE_UTILIZATION = 30
[flow/design.v]
module CountTo10 (
    input wire clk,
    input wire rst,
    output reg timeout
);
    reg [3:0] count;
    always @(posedge clk or negedge rst) begin
        if (!rst) begin
            count <= 0;
            timeout <= 0;
        end else if (count == 4'd9) begin
            count <= 0;
            timeout <= 1;
        end else begin
            count <= count + 1;
            timeout <= 0;
        end
    end
endmodule
module CountTo100 (
    input wire clk,
    input wire rst,
    output reg timeout
);
    reg [6:0] count;
    always @(posedge clk or negedge rst) begin
        if (!rst) begin
            count <= 0;
            timeout <= 0;
        end else if (count == 7'd99) begin
            count <= 0;
            timeout <= 1;
        end else begin
            count <= count + 1;
            timeout <= 0;
        end
    end
endmodule
module LFSR1ms (
    input wire clock,
    input wire rst,
    input wire enable,
    input wire [1:0] mode,
    input wire ReconfigTimer,
    output reg timeout
);
    reg [16:0] LFSR;
    reg [16:0] TimeoutNumber;
    wire feedback = LFSR[16];
    always @(posedge clock or negedge rst) begin
        if (!rst) begin
            LFSR <= 17'h1FFFF;
            timeout <= 0;
        end else begin
            if (ReconfigTimer && !enable) begin
                case (mode)
                    2'b00: TimeoutNumber <= 17'd24988;
                    2'b01: TimeoutNumber <= 17'd98941;
                    2'b11: TimeoutNumber <= 17'd94171;
                    default: TimeoutNumber <= 17'd98941;
                endcase
            end
            if (enable) begin
                if (LFSR == TimeoutNumber) begin
                    LFSR <= 17'h1FFFF;
                    timeout <= 1;
                end else begin
                    LFSR[0]  <= feedback;
                    LFSR[1]  <= LFSR[0];
                    LFSR[2]  <= LFSR[1] ^ feedback;
                    LFSR[3]  <= LFSR[2] ^ feedback;
                    LFSR[4]  <= LFSR[3];
                    LFSR[5]  <= LFSR[4] ^ feedback;
                    LFSR[6]  <= LFSR[5];
                    LFSR[7]  <= LFSR[6];
                    LFSR[8]  <= LFSR[7];
                    LFSR[9]  <= LFSR[8];
                    LFSR[10] <= LFSR[9];
                    LFSR[11] <= LFSR[10];
                    LFSR[12] <= LFSR[11];
                    LFSR[13] <= LFSR[12];
                    LFSR[14] <= LFSR[13];
                    LFSR[15] <= LFSR[14];
		    LFSR[16] <= LFSR[15];
                    timeout <= 0;
                end
            end else begin
                timeout <= 0;
            end
        end
    end
endmodule
module OneSecTimer (
    input wire clk,
    input wire rst,
    input wire enable,
	 input wire [1:0] mode,
	 input wire ReconfigTimer,
    output wire timeout
);
    wire timeout_1ms, timeout_100ms;
    LFSR1ms u1ms (
        .clock(clk),
        .rst(rst),
        .enable(enable),
		  .mode(mode),
		  .ReconfigTimer(ReconfigTimer),
        .timeout(timeout_1ms)
    );
    CountTo100 u100 (
        .clk(timeout_1ms),
        .rst(rst),
        .timeout(timeout_100ms)
    );
    CountTo10 u10 (
        .clk(timeout_100ms),
        .rst(rst),
        .timeout(timeout)
    );
endmodule
[flow/constraint.sdc]
current_design OneSecTimer

set clk_period 2.6
set clk_io_pct 0.2

create_clock -name clk0 -period $clk_period [get_ports {clk}]

set non_clock_inputs [all_inputs -no_clocks]
set_input_delay [expr $clk_period * $clk_io_pct] -clock clk0 $non_clock_inputs
set_output_delay [expr $clk_period * $clk_io_pct] -clock clk0 [all_outputs]
==> out/qor.tcl <==
set qor(total_switching_power_uw) 390
set qor(post-synth-top-area-fraction) 0.271
set qor(yosys-stat-cells) 140
set qor(synth_area_per_cell_um2) 11.8
set qor(critPathLaunchType) {input pin}
set qor(syn2layout_area_growth_pct) 11.7
set qor(cts_resized) 0
set qor(max_cap_violations) 0
set qor(clk-insertion-delay-late_ps) 260
set qor(synth-warning-count) 3
set qor(first_global_vias) 954
set qor(grt_antenna_before_repair) 0
set qor(timing.setup.critical_path_class) {input pin to flip-flop}
set qor(port_buffers) 6
set qor(tritoncts.num_buffers) 3
set qor(critical_path.endpoint_type) {flip-flop}
set qor(whs_endpoint) {u1ms.LFSR[8]}
set qor(result_of_the_run) {finished, final reports clean}
set qor(timing.hold.worst_path_depth) 2
set qor(setup.reg_to_reg.worst_slack_ps) 990
set qor(vdd_drop_max_uv) 520
set qor(total_leakage_power_uw) 0.000793
set qor(post-layout-total-power_uw) 1280
set qor(dpl.hpwl_um) 1770
set qor(lay_top_count) {sky130_fd_sc_hd__dfstp_2}
set qor(crit_fanout) 9
set qor(post-route-period-util) 0.642
set qor(via_count) 990
set qor(drive_gt1_frac) 0.247
set qor(power.combinational.fraction) 0.244
set qor(clockRootBuffer) {sky130_fd_sc_hd__clkbuf_8}
set qor(grt_remaining_overflow) 0
set qor(r2r_end) {u1ms.LFSR[9]}
set qor(chip_area_um2) 5790
set qor(core_area_um2) 5200
set qor(cellPowerDensity_nw_per_um2) 696
set qor(pin_count_of_the_biggest_net_entering_global_routing) 32
set qor(layout_min_cycle_time_ps) 1670
set qor(layout_top_cells_excl_fill_tap) {17 x sky130_fd_sc_hd__dfstp_2, 15 x sky130_fd_sc_hd__nand2_1, 15 x sky130_fd_sc_hd__mux2i_1}
set qor(synth_cell_types) 33
set qor(hold_path_startpoint) {u1ms.LFSR[8]}
set qor(dr.first_iter.drc_count) 37
set qor(rsz0062_at_grt) {false}
set qor(setup_viol) 0
set qor(post_cts.repair.setup_buffers) 0
set qor(edf_count) 5
set qor(wl_per_cell_um) 10.7
set qor(syn-instance-count) 140
set qor(ys_seq_share) 0.575
set qor(synth-main-ff-cell) {sky130_fd_sc_hd__dfstp_2}
set qor(die_w_um) 76.1
set qor(number_of_register_pins_that_no_clock_reaches) 13
set qor(finalHoldViolCount) 0
set qor(clock_path_buffers) 2
set qor(top_area_cell_types) {sky130_fd_sc_hd__dfstp_2 27%, sky130_fd_sc_hd__dfrtp_1 21%, sky130_fd_sc_hd__edfxtp_1 9.1%, sky130_fd_sc_hd__mux2i_1 9.1%, sky130_fd_sc_hd__xnor2_1 3.7%}
set qor(p_seq_frac) 0.591
set qor(grt_resource_usage_total) 0.0914
set qor(synth.ff_latch_count) 36
set qor(grt_pass1_wl_um) 4260
set qor(whs_ps) 568
set qor(post-route-worst-setup-slack_ps) 932
set qor(unconstrained_endpoints) 14
set qor(mappedNetlistArea_um2) 1650
set qor(fmaxAchievable_mhz) 599
set qor(drt_first_pass_iters) 4
set qor(drt-total-wl_um) 2350
set qor(switching_share) 0.305
set qor(skew_ps) 5.66
set qor(slew_viol_final) 0
set qor(async_reset_ff_frac) 0.861
set qor(tritoncts) {built}
set qor(r2r_cells) 5
set qor(antenna_cells_inserted) 0
set qor(cp.required_ps) 2810
set qor(slew_headroom) 0.634
set qor(cp_data_arrival_time_ps) 1880
set qor(preCtsSetupSlack_ps) 632
set qor(origin_of_the_critical_flop_to_flop_path) {u1ms.LFSR[16]}
set qor(htree_num_levels) 1
set qor(timing.hold.worst.class) {flip-flop to flip-flop}
set qor(clock_power_share) 0.165
set qor(drt.antenna.violating_nets) 0
set qor(tool_warning_count) 27
set qor(fin_tns_setup_ps) 0
set qor(io_pins) 7
set qor(route.detailed.drc) 0
set qor(core_util_floorplan) 0.316
set qor(cts_hold_buf) 0
set qor(p_int_uw) 890
set qor(clkTransAtPathRegs_ps) 80
set qor(worst_pin_slew_ps) 547
set qor(die_y_um) 76.1
set qor(yosys.area.top_type) {sky130_fd_sc_hd__dfstp_2}
set qor(ys_area_um2) 1650
set qor(placement_rows) 26
set qor(gp_congestion) 0.800
set qor(vias_per_cell) 4.50
==> state kept, by name, summed over array words and instances, names as in the netlist <==
name / count
u1ms.LFSR: 17
u100.count: 7
u1ms.TimeoutNumber: 5
u10.count: 4
u10.timeout: 1
u100.timeout: 1
u1ms.timeout: 1
==> layer usage <==
metal / vias to the layer above / share of wire / track usage
li1: 497 / - / -
met1: 483 / 0.51 / 0.147
met2: 10 / 0.46 / 0.141
met3: 0 / 0.030 / 0.0182
met4: 0 / 0 / 0.00192
met5: - / 0 / 0
==> worst max-delay path, stage by stage <==
cell and delay, ps:
sky130_fd_sc_hd__clkdlybuf4s50_1 480, sky130_fd_sc_hd__nand4b_1 100, sky130_fd_sc_hd__a2111oi_1 340, sky130_fd_sc_hd__nand4_2 150, sky130_fd_sc_hd__buf_4 210, sky130_fd_sc_hd__nand2_1 70
==> worst max path at each step <==
stage                  start      endpoint  slack, ps  depth (start not counted)
final                 enable  u1ms.LFSR[9]        930                          6
after CTS             enable  u1ms.LFSR[9]        920                          6
after global routing  enable  u1ms.LFSR[7]        800                          6
==> cell families (layout without fill, tap and decap cells) <==
group,count (synthesis),after routing,share of synthesized area
simple gates,51,51,0.163
flops,36,36,0.575
mux,16,16,0.0980
buf+inv,12,22,0.0365
compound gates,11,11,0.0441
xor+xnor,10,10,0.0532
fa+ha+maj,4,4,0.0304
==> cell type report <==
| type | instances | area [µm²] |
|---|---|---|
| Tap cell | 70 | 87.6 |
| Fill cell | 519 | 3370 |
| Clock buffer | 4 | 45.0 |
| Sequential cell | 36 | 947 |
| Timing Repair Buffer | 10 | 90.1 |
| Multi-Input combinational cell | 92 | 639 |
| Inverter | 8 | 30.0 |
==> cells in the mapped netlist (2+ instances only) <==
library cell	n
sky130_fd_sc_hd__xnor2_1	7
sky130_fd_sc_hd__buf_1	2
sky130_fd_sc_hd__dfrtp_1	14
sky130_fd_sc_hd__ha_1	4
sky130_fd_sc_hd__o21ai_0	5
sky130_fd_sc_hd__xor2_1	3
sky130_fd_sc_hd__dfstp_2	17
sky130_fd_sc_hd__nand4_1	2
sky130_fd_sc_hd__nand2_1	15
sky130_fd_sc_hd__nor2_1	6
sky130_fd_sc_hd__buf_6	2
sky130_fd_sc_hd__nand2_2	9
sky130_fd_sc_hd__mux2i_1	15
sky130_fd_sc_hd__or4_1	2
sky130_fd_sc_hd__edfxtp_1	5
sky130_fd_sc_hd__inv_1	7
sky130_fd_sc_hd__or3_1	2
sky130_fd_sc_hd__nand3_1	8
==> through the flow <==
step | instance area, µm² | util | instances
after global placement | 1790 | 0.345 | 216
after detailed placement | 1790 | 0.345 | 216
final | 1840 | 0.353 | 220
after floorplan | 1650 | - | 140
after CTS | 1840 | 0.353 | 220
after global routing | 1840 | 0.353 | 220
==> power by group through the flow <==
stage | Sequential [µW] | Clock [µW] | Combinational, µW
global route | 783 | 235 | 356
finish | 757 | 212 | 312
CTS | 759 | 221 | 316
No activity file was given, so power comes from the tool's default toggle rates.
