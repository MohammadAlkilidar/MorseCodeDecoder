--- flow/design.v ---
module Load4x2bit (
    input wire clk,
    input wire rst,
    input wire enable,
    input wire load,
    input wire [1:0] in,
    output reg [7:0] out,
    output reg ready
);
    reg [1:0] buffer [0:3];
    reg [1:0] count;
    always @(posedge clk or negedge rst) begin
        if (!rst) begin
            count <= 0;
            out <= 8'd0;
            ready <= 0;
        end else begin
            ready <= 0;
            if (enable && load) begin
                buffer[count] <= in;
                if (count == 2'd3) begin
                    out <= {buffer[0], buffer[1], buffer[2], in};
                    count <= 0;
                    ready <= 1;
                end else begin
                    count <= count + 1;
                end
            end
        end
    end
endmodule
--- flow/config.mk ---
export PLATFORM = sky130hd
export DESIGN_NAME = Load4x2bit
export DESIGN_NICKNAME = Load4x2bit
export VERILOG_FILES = /design/flow/design.v
export SDC_FILE = /design/flow/constraint.sdc
export NUM_CORES = 4
export LEC_CHECK = 1
export CORE_AREA = 10 10 78 78
export DIE_AREA = 0 0 88 88
--- flow/constraint.sdc ---
current_design Load4x2bit

set clk_period 1.9
set clk_io_pct 0.2

create_clock -name clk0 -period $clk_period [get_ports {clk}]

set non_clock_inputs [all_inputs -no_clocks]
set_input_delay [expr $clk_period * $clk_io_pct] -clock clk0 $non_clock_inputs
set_output_delay [expr $clk_period * $clk_io_pct] -clock clk0 [all_outputs]
--- flow/run.sh ---
#!/bin/bash
# OpenROAD 26Q1-2900-gdf79404cd8, Yosys 0.63+post, stock flow scripts
make -C /OpenROAD-flow-scripts/flow DESIGN_CONFIG=/design/flow/config.mk WORK_HOME=/design/flow/orfs finish
==> results.sh <==
# flow metrics
export IMPL_worstPathArrival_ns=1.07
export IMPL_clock_fmax_mhz=691
export IMPL_filler_cell_count=454
export IMPL_yosys_mux_area_fraction=0.150
export IMPL_ys_seq_frac=0.673
export IMPL_yosys_top_cells_area="sky130_fd_sc_hd__dfrtp_1 41%, sky130_fd_sc_hd__edfxtp_1 27%, sky130_fd_sc_hd__mux2_2 15%, sky130_fd_sc_hd__ha_1 7.4%, sky130_fd_sc_hd__and3_1 2.8%"
export IMPL_place_detailed_instances=108
export IMPL_seqCellArea_um2=455
export IMPL_post_cts_setup_buffers=0
export IMPL_wirelength_mm=1.12
export IMPL_numCtsBuffers=3
export IMPL_synth_stat_cells=41
export IMPL_reg2reg_from="count[0]$_DFFE_PN0P_"
export IMPL_synthCells=41
export IMPL_rsz0062_at_grt="no"
export IMPL_detail_route_vias_per_cell=3.18
export IMPL_cts_resized=0
export IMPL_ys_seq_elements=17
export IMPL_layout_top_cell="sky130_fd_sc_hd__clkdlybuf4s50_1"
export IMPL_final_cell_count_no_fill=112
export IMPL_main_combinational_cell_family_by_area_after_synthesis="multiplexers"
export IMPL_critical_path_cell_chain="clkdlybuf4s50_1"
export IMPL_ys_types=11
export IMPL_r2r_end="out[4]$_DFFE_PN0P_"
export IMPL_timing_final_crit_share=0.762
export IMPL_post_drt_wl_per_cell_um=10.0
export IMPL_num_io_pins=15
export IMPL_post_synth_fa_ha_maj_area_fraction=0.0739
export IMPL_path_max_fanout=2
export IMPL_worstMarginPinSlew_ns=0.326
export IMPL_grt_pass1_vias=410
export IMPL_timing_clock_skew_ns=0.00420
export IMPL_post_synth_xor_area_fraction=0
export IMPL_setup_tns_final_ns=0
export IMPL_crit_type="register to output pin"
export IMPL_timing_hold_violations_final=0
export IMPL_setup_violations_final=0
export IMPL_hold_buffers=0
export IMPL_fp_coreArea_um2=4410
export IMPL_worst_r2r_setup_slack_ns=0.60
export IMPL_tritoncts="built"
export IMPL_worstRegToRegCells=3
export IMPL_worst_ep_required_time_ns=1.52
export IMPL_cp_buffers_inverters=1
export IMPL_yosys_stat_area_um2=677
export IMPL_yosys_area_top_type="sky130_fd_sc_hd__dfrtp_1"
export IMPL_antenna_left=0
export IMPL_vdd_drop_max_uv=342
export IMPL_detailedRoute_firstPassIterationCount=3
export IMPL_post_synth_top_area_fraction=0.407
export IMPL_ctsLongestPathBuffers=2
export IMPL_power_per_cell_area_nw_per_um2=1250
export IMPL_maxCapViolations=0
export IMPL_clk_latency_ns=0.24
export IMPL_cell_area_after_technology_mapping_um2=677
export IMPL_avgSynthCellArea_um2=16.5
export IMPL_horizontal_die_size_um=88
export IMPL_drc_errors=0
export IMPL_drv_slew=0
export IMPL_worst_path_largest_cell_delay_ns=0.48
export IMPL_cp_top_family="buffers and inverters"
export IMPL_cts_max_level=1
export IMPL_post_route_cells_drive_above_1_share=0.267
export IMPL_portBuffers=14
export IMPL_die_height_um=88
export IMPL_n_antenna_cell=0
export IMPL_critPathSlowestCell="sky130_fd_sc_hd__clkdlybuf4s50_1"
export IMPL_groute_usage_overall=0.0323
export IMPL_globalplace_congestion=0.727
export IMPL_fin_total_pwr_mw=1.17
export IMPL_layout_min_cycle_time_ns=1.45
export IMPL_timing_max_slew_rel_slack=0.782
export IMPL_grt_start_max_net_pins=11
export IMPL_synthToLayoutAreaGrowth_pct=38.3
export IMPL_critPathCaptureType="output pin"
export IMPL_fp_dieArea_um2=7740
export IMPL_synth_simple_gate_area_share=0.0795
export IMPL_numClockSinks=17
export IMPL_floorplan_rows=24
export IMPL_combGateArea_um2=210
export IMPL_drt_initial_drc_count=9
export IMPL_antenna_found_initial=0
export IMPL_globalRouteOverflowTotal=0
export IMPL_result_of_the_run="finished, final reports clean"
export IMPL_min_delay_path_class="input pin to asynchronous set/reset pin"
export IMPL_openroad_warnings=28
export IMPL_cellLeakagePower_nw=0.392
export IMPL_synth_compound_gate_area_share=0.00739
export IMPL_worstSetupStartpointType="register"
export IMPL_first_pass_grt_wire_length_mm=1.93
export IMPL_clk_pin_slew_ns=0.06
export IMPL_cts_root_buf="sky130_fd_sc_hd__clkbuf_8"
export IMPL_layout_top_cells="14 x sky130_fd_sc_hd__clkdlybuf4s50_1, 11 x sky130_fd_sc_hd__dfrtp_1, 9 x sky130_fd_sc_hd__mux2_2, 6 x sky130_fd_sc_hd__edfxtp_1, 4 x sky130_fd_sc_hd__ha_1"
export IMPL_vias_after_detailed_routing=356
export IMPL_ys_warnings_count=2
export IMPL_initial_core_util=0.153
## per-stage QoR
stage          cell area (um^2)  utilization  setup slack [ns]  hold WS, ns
3_3_place_gp                890        0.202             0.298        0.470
2_1_floorplan               677            -             0.693       0.0844
3_5_place_dp                890        0.202             0.284        0.465
6_report                    936        0.212             0.453        0.397
5_1_grt                     936        0.212             0.382        0.407
4_1_cts                     936        0.212             0.433        0.399
## cell type report
class | count | area share
clock inverters | 1 | 0.00535
multi-input cells | 21 | 0.225
flip-flops and latches | 17 | 0.487
repair buffers | 15 | 0.158
inverters | 3 | 0.0120
well taps | 52 | 0.0695
clock buffers | 3 | 0.0441
## worst max-delay path by stage
stage | start | endpoint | slack (ns) | depth (start not counted)
after CTS | out[1]$_DFFE_PN0P_ | out[1] | 0.43 | 1
after global routing | out[1]$_DFFE_PN0P_ | out[1] | 0.38 | 1
final | out[0]$_DFFE_PN0P_ | out[0] | 0.45 | 1
## state kept, by name (all words and copies together) (netlist names)
signal and flops:
ready 1, count 2, buffer 6, out 8
## routing by layer
| layer | wire length [um] | track usage |
|---|---|---|
| met1 | 455 | 0.0418 |
| met2 | 487 | 0.0437 |
| met3 | 181 | 0.0253 |
| met4 | 0 | 0.00145 |
| met5 | 0 | 0 |
## cell usage after synthesis
cell and n:
sky130_fd_sc_hd__dfrtp_1 11, sky130_fd_sc_hd__edfxtp_1 6, sky130_fd_sc_hd__o21ai_0 1, sky130_fd_sc_hd__and2_4 1, sky130_fd_sc_hd__and3_1 3, sky130_fd_sc_hd__nor2_1 1
sky130_fd_sc_hd__ha_1 4, sky130_fd_sc_hd__nand3_1 1, sky130_fd_sc_hd__inv_1 3, sky130_fd_sc_hd__nand3_4 1, sky130_fd_sc_hd__mux2_2 9
## kinds of logic (layout without fill, tap and decap cells)
| logic type | Yosys count | count (layout) |
|---|---|---|
| muxes | 9 | 9 |
| AOI/OAI and AO/OA | 1 | 1 |
| DFF | 17 | 17 |
| adders and majority gates | 4 | 4 |
| buffers and inverters | 3 | 22 |
| and+or+nand+nor | 7 | 7 |
## worst register-to-register path: stages (launching register included)
cell and delay [ns]:
sky130_fd_sc_hd__dfrtp_1 0.43, sky130_fd_sc_hd__ha_1 0.26, sky130_fd_sc_hd__nand3_4 0.13, sky130_fd_sc_hd__mux2_2 0.35
## power by group
group	internal [mW]	total, mW	switching (mW)	leakage [nW]
Clock	0.145	0.250	0.105	0.0255
Sequential	0.496	0.562	0.0668	0.189
Combinational	0.258	0.359	0.101	0.177
Total	0.899	1.17	0.273	0.392
No activity file was given, so power comes from the tool's default toggle rates.
